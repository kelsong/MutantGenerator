==> flow/design.v <==
module b11(
        input clock,
        input reset,
        input[5:0] x_in,
        input stbi,
        output reg[5:0] x_out
        );
reg[5:0] r_in;
reg[3:0] stato;
reg[5:0] cont;
reg[8:0] cont1;
always @ (posedge clock)
begin
        if (reset)  
        begin
                stato = 4'b0000;
                r_in = 1'b0;
                cont = 1'b0;
                cont1 = 1'b0;
                x_out = 1'b0;
        end
        else  
        begin
                case (stato)
                        4'b0000:  
                        begin
                                cont = 1'b0;
                                r_in = x_in;
                                x_out = 1'b0;
                                stato = 4'b0001;
                        end
                        4'b0001:  
                        begin
                                r_in = x_in;
                                if (stbi)  
                                        stato = 4'b0001;
                                else  
                                        stato = 4'b0010;
                        end
                        4'b0010:  
                        begin
                                if (r_in == 0 || r_in == 63)  
                                begin
                                        if (cont < 25)  
                                                cont = cont + 1;
                                        else  
                                                cont = 1'b0;
                                        cont1 = r_in;
                                        stato = 4'b1000;
                                end
                                else if (r_in <= 26)  
                                        stato = 4'b0011;
                                else  
                                        stato = 4'b0001;
                        end
                        4'b0011:  
                        begin
                                if (r_in[0] == 1)  
                                        cont1 = cont << 1;
                                else  
                                        cont1 = cont; 
                                stato = 4'b0100;
                        end
                        4'b0100:  
                        begin
                                if ( r_in[1] )  
                                begin
                                        cont1 = r_in + cont1;
                                        stato = 4'b0101;
                                end
                                else  
                                begin
                                        cont1 = r_in - cont1;
                                        stato = 4'b0110;
                                end
                        end
                        4'b0101:  
                        begin
                                if (cont1 > 26)  
                                begin
                                        cont1 = cont1 - 26;
                                        stato = 4'b0101;
                                end
                                else  
                                        stato = 4'b0111;
                        end
                        4'b0110:  
                        begin
                                if (cont1 > 63)  
                                begin
                                        cont1 = cont1 + 26;
                                        stato = 4'b0110;
                                end
                                else  
                                        stato = 4'b0111;
                        end
                        4'b0111: 
                        begin
                                if (r_in[3:2] == 0)  
                                        cont1 = cont1 - 21;
                                else if (r_in[3:2] == 1) 
                                        cont1 = cont1 - 42;
                                else if (r_in[3:2] == 2) 
                                        cont1 = cont1 + 7;
                                else 
                                        cont1 = cont1 + 28;
                                	stato = 4'b1000;
                        end
                        4'b1000: 
                          begin
                 if ( cont1[8]) 
                   x_out = -(cont1[5:0]);
                 else 
                   x_out = cont1[5:0];
                     stato = 4'b0001;
                        end
                        default: 
                             stato = 4'b0000;
                endcase
        end
end
endmodule
==> flow/run.sh <==
#!/bin/bash
# OpenROAD 26Q1-2900-gdf79404cd8, Yosys 0.63+post, stock flow scripts
make -C /OpenROAD-flow-scripts/flow DESIGN_CONFIG=/design/flow/config.mk WORK_HOME=/design/flow/orfs finish
==> flow/config.mk <==
export PLATFORM = sky130hd
export DESIGN_NAME = b11
export DESIGN_NICKNAME = b11
export VERILOG_FILES = /design/flow/design.v
export SDC_FILE = /design/flow/constraint.sdc
export NUM_CORES = 4
export LEC_CHECK = 1
export CORE_UTILIZATION = 30
==> flow/constraint.sdc <==
current_design b11

set clk_period 3.2
set clk_io_pct 0.2

create_clock -name clk0 -period $clk_period [get_ports {clock}]

set non_clock_inputs [all_inputs -no_clocks]
set_input_delay [expr $clk_period * $clk_io_pct] -clock clk0 $non_clock_inputs
set_output_delay [expr $clk_period * $clk_io_pct] -clock clk0 [all_outputs]
==> impl_metrics.py <==
# Generated from Yosys and OpenROAD reports
metrics = {
    "clock_tree": {
        "clockRootBuffer": "sky130_fd_sc_hd__clkbuf_8",
        "clkSlewWorstSetupHoldPaths_ns": 0.09,
        "tritoncts_clock_tree": "yes",
        "ctsHtreeMaxLevel": 2,
        "insertion_delay_of_the_later_clocked_pin_in_the_worst_skew_pair_ns": 0.30,
        "cts_hold_buffers": 0,
        "post_cts_buffers": 0,
        "cts.sinks": 36,
        "clk_path_buf_depth": 2,
        "number_of_clock_buffers_inserted_by_tritoncts": 5,
    },
    "synthesis": {
        "synthDominantAreaCellType": "sky130_fd_sc_hd__dfxtp_1",
        "yosys_most_used_dff": "sky130_fd_sc_hd__dfxtp_1",
        "top_cell": "sky130_fd_sc_hd__nor2_1",
        "yosys-stat-cells": 431,
        "yosys.area.top_type_share_pct": 21.56,
        "synth_area_um2": 3343,
        "synth_async_sr_flop_share_pct": 0,
        "enable_flop_cells": 0,
        "postSynthCellCount": 431,
        "yosys_reported_design_area_after_synthesis_um2": 3343,
        "synth.top_cells.by_count": "sky130_fd_sc_hd__nor2_1 (37), sky130_fd_sc_hd__dfxtp_1 (36), sky130_fd_sc_hd__a21oi_1 (35)",
        "area_leaders": "sky130_fd_sc_hd__dfxtp_1 (22%), sky130_fd_sc_hd__ha_1 (9.7%), sky130_fd_sc_hd__a21oi_1 (5.2%), sky130_fd_sc_hd__nor2_1 (4.2%), sky130_fd_sc_hd__nand2_1 (3.7%)",
        "ys_warn_count": 1,
        "synth_flop_count": 36,
        "synth_seq_share_pct": 21.56,
        "syn_avg_cell_area_um2": 7.757,
        "yosysUniqueCellTypes": 70,
    },
    "placed_design": {
        "placedCellCount": 568,
        "hpwlAfterDp_um": 7256,
        "port-buffer-count": 14,
        "gp_congestion": 0.9929,
    },
    "global_routing": {
        "gr-usage-met1_pct": 27.76,
        "busiest_layer": "met2",
        "grt_use_total_pct": 18.62,
        "use_met3_pct": 2.963,
        "grt_pass1_vias": 3170,
        "wire_length_of_the_first_global_routing_pass_um": 16710,
        "grt_antenna_before_repair": 0,
        "grt_max_degree": 38,
        "globalRoute.totalOverflow": 0,
        "grt_use_met2_pct": 27.98,
    },
    "final_timing": {
        "top_achievable_clock_speed_mhz": 337.8,
        "fin_setup_tns_ns": 0,
        "max_slew_margin_pct": 49.56,
        "final_hold_viol_count": 0,
        "report.final.slew_viol_count": 0,
        "worst_pin_slew_ns": 0.7555,
        "worst_clock_skew_ns": 0.01193,
        "finalSetupViolations": 0,
        "rsz0062_at_grt": "false",
        "finalClockPeriodUsage_pct": 92.52,
        "finalWorstPathRequiredPeriod_ns": 2.960,
    },
    "route": {
        "sum_of_routed_wire_length_over_all_layers_um": 9974,
        "antennaDiodeCount": 0,
        "routed_wire_length_per_instance_um": 17.32,
        "drtIter0Drc": 234,
        "drc": 0,
        "drt_first_pass_iters": 4,
        "vias": 3287,
        "routed_via_density": 5.707,
        "antenna_left": 0,
    },
    "final_layout": {
        "share_of_final_layout_standard_cells_stronger_than_drive_strength_1_pct": 8.028,
        "layout-area-overhead-vs-synth_pct": 11.30,
        "fillerInstances": 1159,
        "final_cells": 576,
    },
    "power": {
        "power_per_cell_area_nw_per_um2": 306.8,
        "vdd_drop_max_uv": 175.9,
        "power.leakage_nw": 1.314,
    },
    "floorplanning": {
        "die-area_um2": 11570,
        "i_o_pins": 15,
        "fp-row-count": 38,
        "core_util_floorplan_pct": 30.84,
        "die_w_um": 107.6,
        "floorplan.core_area_um2": 10840,
        "vertical_die_size_um": 107.6,
    },
    "flow_run": {
        "drv_cap": 0,
        "openroad.warnings": 40,
    },
    "critical_path": {
        "cp.required_ns": 3.39,
        "critical_path.endpoint_type": "flop",
        "critical_path.startpoint": "cont1[1]",
        "timing.reg2reg.setup_slack_ns": 0.24,
        "r2r-start": "cont1[1]",
        "crit_fanout": 7,
        "r2r_end": "cont1[8]",
        "reg2regPathDepth": 12,
        "cp-start-kind": "flop",
        "path_class": "flop to flop",
        "timing.critical_path.arrival_ns": 3.15,
    },
    "status": {
        "run_status": "finished clean",
    },
    "worst_hold_path": {
        "holdCritPathClass": "flop to flop",
        "hold_depth": 2,
        "timing.hold.worst_endpoint": "cont[4]",
        "min-delay-start": "cont[4]",
    },
}
==> cells in the final DEF, fill, tap and decap left out, drive strengths merged, types with 4 or more instances in the layout <==
master / count
nor2: 37
dfxtp: 36
a21oi: 35
nand2: 33
ha: 26
o21ai: 24
inv: 17
xnor2: 14
clkdlybuf4s50: 14
buf: 12
nor3: 12
nand3: 11
nor3b: 9
nand2b: 9
a211oi: 9
nor2b: 8
a31oi: 8
mux2i: 7
o211ai: 6
a221oi: 6
a22oi: 6
a21o: 5
o2111ai: 5
a21boi: 5
clkbuf: 5
nand4: 5
a311oi: 4
nand3b: 4
xor2: 4
clkinv: 4
and2: 4
or3: 4
o221ai: 4
==> flip-flops by register name (all words and copies together), names as in the netlist <==
| name | cells |
|---|---|
| cont | 6 |
| x_out | 6 |
| cont1 | 9 |
| r_in | 6 |
| stato | 9 |
==> through the flow <==
step | instance area (µm²) | total power [W] | setup slack [ns] | hold slack, ns | utilization (%)
floorplan | 3343 | 0.0007176 | 0.2435 | 0.4744 | -
global placement | 3616 | 0.0007969 | 0.3659 | 0.4985 | 33.36
detailed placement | 3616 | 0.0007968 | 0.3130 | 0.5137 | 33.36
CTS | 3709 | 0.001144 | 0.2328 | 0.5292 | 34.21
global route | 3721 | 0.001204 | 0.03404 | 0.5547 | 34.33
finish | 3721 | 0.001141 | 0.2395 | 0.5218 | 34.33
==> logic make-up (layout without fill, tap and decap cells) <==
logic type | Yosys count | count (layout) | synth area share, %
AND/OR/NAND/NOR | 151 | 151 | 25.04
AND-OR/OR-AND | 142 | 142 | 29.98
buffers and inverters | 49 | 54 | 6.212
flip-flops | 36 | 36 | 21.56
adder cells (fa/ha/maj) | 26 | 26 | 9.730
XOR/XNOR | 18 | 18 | 4.716
multiplexers | 9 | 9 | 2.769
==> power by group <==
group	total (W)	switching [W]	internal (W)	leakage, nW
Sequential	0.000481	0.0000221	0.000459	0.292
Combinational	0.000317	0.000187	0.000130	0.981
Clock	0.000344	0.000189	0.000154	0.0404
==> area by class of cell <==
type,count,area (µm²),area share (%)
clock buffer,5,68.82,1.849
clock inverter,3,23.77,0.6389
inverter,20,75.07,2.017
multi-input combinational,346,2427,65.23
sequential,36,720.7,19.37
tap,140,175.2,4.707
timing repair buffer,26,230.2,6.187
==> metal layers <==
metal	up-vias	wire length [µm]
li1	1609	-
met5	-	0
met3	16	780
met1	1545	4606
met4	0	233
met2	117	4355
==> what timing repair did <==
action | 4_1_cts | 5_1_grt
gates resized | 0 | 2
setup endpoints to repair | 0 | 2
hold endpoints to repair | 0 | 0
==> worst max-delay path, stage by stage (launching register included) <==
cell                      delay [ns]
sky130_fd_sc_hd__dfxtp_1        0.32
sky130_fd_sc_hd__inv_1          0.19
sky130_fd_sc_hd__ha_1           0.32
sky130_fd_sc_hd__nor4b_4        0.27
sky130_fd_sc_hd__nor2_1         0.08
sky130_fd_sc_hd__xnor2_1        0.19
sky130_fd_sc_hd__ha_1           0.30
sky130_fd_sc_hd__nor2_1         0.10
sky130_fd_sc_hd__nor2_1         0.12
sky130_fd_sc_hd__o41ai_2        0.11
sky130_fd_sc_hd__or4_1          0.51
sky130_fd_sc_hd__and3_1         0.19
sky130_fd_sc_hd__o21a_1         0.16
==> worst max-delay path by stage <==
stage,endpoint,slack (ns)
after CTS,cont1[8],0.23
after global routing,cont1[8],0.03
final,cont1[8],0.24
Power figures rest on the tool's default switching activity, not on a simulated workload.
