[design/flow/config.mk]
export PLATFORM = sky130hd
export DESIGN_NAME = b06
export DESIGN_NICKNAME = b06
export VERILOG_FILES = /design/flow/design.v
export SDC_FILE = /design/flow/constraint.sdc
export NUM_CORES = 4
export LEC_CHECK = 1
export CORE_AREA = 10 10 70 70
export DIE_AREA = 0 0 80 80
[design/flow/constraint.sdc]
current_design b06

set clk_period 1.7
set clk_io_pct 0.2

create_clock -name clk0 -period $clk_period [get_ports {clock}]

set non_clock_inputs [all_inputs -no_clocks]
set_input_delay [expr $clk_period * $clk_io_pct] -clock clk0 $non_clock_inputs
set_output_delay [expr $clk_period * $clk_io_pct] -clock clk0 [all_outputs]
[design/flow/design.v]
module b06(
	input clock,
	input reset,
	input eql,
	input cont_eql,
	output reg[2:1] cc_mux,
	output reg[2:1] uscite,
	output reg enable_count,
	output reg ackout
	);
reg[2:0] curr_state;
always @ (posedge clock)
begin
	if (reset) 
	begin
		curr_state <= 3'b000;
		cc_mux <= 2'b00;
		enable_count <= 1'b0;
		ackout <= 1'b0;
		uscite <= 2'b00;
	end
	else  
	begin 
		if (cont_eql)  
		begin
			ackout <= 1'b0;
			enable_count <= 1'b0;
		end
		else  
		begin
			ackout <= 1'b1;
			enable_count <= 1'b1;
		end
		case (curr_state)
			3'b000:  
			begin
				cc_mux <= 2'b01;
				uscite <= 2'b01;
				curr_state <= 3'b001;
			end
			3'b001:  
			begin
				if (eql)  
				begin
					uscite <= 2'b00;
					cc_mux <= 2'b11;
					curr_state <= 3'b010;
				end
				else  
				begin
					uscite <= 2'b01;
					cc_mux <= 2'b10;
					curr_state <= 3'b101;
				end
			end
			3'b101:  
			begin
				if (eql)  
				begin
					uscite <= 2'b00;
					cc_mux <= 2'b11;
					curr_state <= 3'b100;
				end
				else  
				begin
					uscite <= 2'b01;
					cc_mux <= 2'b01;
					curr_state <= 3'b001;
				end
			end
			3'b010:  
			begin
				if (eql)  
				begin
					uscite <= 2'b00;
					cc_mux <= 2'b11;
					curr_state <= 3'b010;
				end
				else  
				begin
					uscite <= 2'b01;
					ackout <= 1'b1;
					enable_count <= 1'b1;
					cc_mux <= 2'b01;
					curr_state <= 3'b011;
				end
			end
			3'b011:  
			begin
				if (eql)  
				begin
					uscite <= 2'b01;
					cc_mux <= 2'b01;
					curr_state <= 3'b011;
				end
				else  
				begin
					uscite <= 2'b01;
					cc_mux <= 2'b01;
					curr_state <= 3'b001;
				end
			end
			3'b100:  
			begin
				if (eql)  
				begin
					uscite <= 2'b00;
					cc_mux <= 2'b11;
					curr_state <= 3'b100;
				end
				else  
				begin
					uscite <= 2'b11;
					cc_mux <= 2'b10;
					curr_state <= 3'b110;
				end
			end
			3'b110:  
			begin
				if (eql)  
				begin
					uscite <= 2'b11;
					cc_mux <= 2'b10;
					curr_state <= 3'b110;
				end
				else  
				begin
					uscite <= 2'b01;
					cc_mux <= 2'b01;
					curr_state <= 3'b001;
				end
			end
			default:  
				curr_state <= 3'b000;
		endcase
	end
end
endmodule
[design/flow/run.sh]
#!/bin/bash
# OpenROAD 26Q1-2900-gdf79404cd8, Yosys 0.63+post, stock flow scripts
make -C /OpenROAD-flow-scripts/flow DESIGN_CONFIG=/design/flow/config.mk WORK_HOME=/design/flow/orfs finish
==> results.py <==
# Auto-generated metrics
metrics = {
    "routing": {
        "dr_total_vias": 360,
        "wirelength_um": 915,
        "final_antenna_net_count": 0,
        "drt_iter0_drc": 2,
        "wl_per_cell_um": 8.714,
        "drc_errors": 0,
        "diodes": 0,
        "routed_via_density": 3.429,
        "drtPass1Iterations": 3,
    },
    "logic_synthesis": {
        "ys_ff": 12,
        "yosysUniqueCellTypes": 20,
        "netlist_instances": 48,
        "syn_avg_cell_area_um2": 9.566,
        "synth_sequential_area_ratio_pct": 52.32,
        "ys_cells": 48,
        "yosys_area_um2": 459.2,
        "yosys_warnings": 1,
        "syn_area_um2": 459.2,
    },
    "sta": {
        "finalSetupTns_ns": 0,
        "finalSetupViolCount": 0,
        "period_minus_slack_ns": 1.422,
        "slew_viol_final": 0,
        "hold_viol_final": 0,
        "min_period_over_period_pct": 83.62,
        "clock.fmax_ghz": 0.7035,
        "worst_pin_slew_ns": 0.4190,
        "max_slew_margin_pct": 71.85,
        "finalClockSkew_ns": 0.005116,
        "rsz0062_at_grt": "false",
    },
    "setup_path": {
        "cp_slowest_stage_delay_ns": 0.47,
        "crit_path_max_fanout": 2,
        "worst_setup_path_end_kind": "primary output",
        "worstPathArrival_ns": 1.08,
        "critPathBufInv": 1,
        "cp_slowest_cell": "clkdlybuf4s50_1",
        "crit_cells": 1,
        "cp_cell_sequence": "clkdlybuf4s50_1",
        "start_kind": "flip-flop",
        "cp_top_family": "buffers and inverters",
        "crit_required_ns": 1.36,
        "criticalPathCategory": "reg2out",
        "ff2ff_path_depth": 3,
    },
    "floorplan": {
        "die_h_um": 80,
        "die_area_um2": 6400,
        "fp.coreArea_um2": 3416,
        "num_rows": 21,
        "io_pins": 10,
        "die_w_um": 80,
        "fp_util_pct": 13.44,
    },
    "global_routing": {
        "grt_pass1_wl_um": 1504,
        "grt_pass1_vias": 326,
        "antenna_found_initial": 0,
        "gr-usage-all-layers_pct": 2.932,
        "gr-total-overflow": 0,
        "grt_max_degree": 12,
    },
    "cts": {
        "htreeDepth": 1,
        "numCtsBuffers": 3,
        "cts_tree": "done",
        "clock_latency_ns": 0.27,
        "cts_resized": 0,
        "post-cts-setup-buffers": 0,
        "hold_buffers": 0,
        "clockBufferDepth": 2,
        "clock-sinks": 12,
        "root_buffer": "clkbuf_4",
        "cts.clk_slew.worst_paths_ns": 0.07,
    },
    "power": {
        "powerDensity_nw_per_um2": 938.7,
        "p_leak_uw": 0.0002319,
        "peakVddDrop_uv": 381.3,
    },
    "placement": {
        "dp.cells": 101,
        "place_hpwl_um": 721.5,
        "port_buffers": 9,
        "gp_congestion": 0.7745,
    },
    "flow_run": {
        "warnings": 25,
        "cap_violations": 0,
    },
    "finish": {
        "lay_top_cells": "dfxtp_1, clkdlybuf4s50_1, nor2_1",
        "area_growth_pct": 37.60,
        "layout-drive-gt1-share_pct": 13.56,
        "layout.cells.most_common": "dfxtp_1",
        "fin_cells": 105,
    },
    "hold_path": {
        "hold_depth": 2,
        "hold_path_class": "reg2reg",
    },
    "outcome": {
        "status": "complete, no violations",
    },
}
## per-stage QoR
| step | setup WS (ns) | cell area, um2 | hold WS [ns] | utilization (%) | power [uW] |
|---|---|---|---|---|---|
| 2_1_floorplan | 0.3884 | 459.2 | 0.3677 | - | 347.1 |
| 3_3_place_gp | 0.2009 | 595.6 | 0.4607 | 17.44 | 380.9 |
| 3_5_place_dp | 0.1661 | 595.6 | 0.4631 | 17.44 | 381.3 |
| 4_1_cts | 0.2539 | 631.9 | 0.4764 | 18.50 | 604.6 |
| 5_1_grt | 0.2092 | 631.9 | 0.5141 | 18.50 | 625.3 |
| 6_report | 0.2784 | 631.9 | 0.4732 | 18.50 | 593.1 |
## path summary, 6_finish.rpt
kind                                    start        end  slack [ns]
worst max-delay path                cc_mux[2]  cc_mux[2]        0.28
worst min register to register      uscite[2]  uscite[2]        0.47
worst max register to register  curr_state[1]  cc_mux[2]        0.33
worst min-delay path                uscite[2]  uscite[2]        0.47
## synthesized netlist by cell type
master,count,area [um2]
a211oi_1,1,7.510
a21oi_1,5,25.02
a311oi_2,1,15.01
buf_4,1,7.510
clkbuf_1,1,3.750
dfxtp_1,12,240.2
inv_1,1,3.750
mux2i_1,2,20.02
nand2_1,3,11.26
nand2b_1,2,12.51
nand2b_4,1,13.76
nor2_1,7,26.28
nor3_1,3,15.01
nor3b_1,1,7.510
o21ai_0,1,5.000
o21bai_1,1,7.510
or2_2,1,6.260
or2b_1,1,7.510
or3_1,2,12.51
or4_4,1,11.26
## metal layers
layer	wire length [um]	vias to the layer above	share of wire (%)	global-route usage [%]
met5	0	-	0	0
met4	10	0	1.1	0.3521
met3	97	2	11	2.386
met2	388	10	42	4.334
met1	418	162	46	3.302
li1	-	186	-	-
## where the power goes
group          internal, uW  switching [uW]
Sequential              295            8.81
Combinational          43.2            26.3
Clock                   130            90.0
Total                   468             125
## registers in the layout, indices dropped and copies added (netlist names)
name,flops
cc_mux,2
curr_state,7
enable_count,1
uscite,2
## kinds of logic (layout without fill, tap and decap cells)
kind of cell	Yosys count	after routing	synth area share, %
AOI/OAI and AO/OA	9	9	13.08
buffers and inverters	3	14	3.269
DFF	12	12	52.32
muxes	2	2	4.360
and+or+nand+nor	22	22	26.98
## cell type report
class	instances	area, um2
timing repair buffer	9	90.09
tap	46	57.56
sequential	12	240.2
multi-input combinational	33	203.9
fill	386	2784
clock buffer	4	36.28
inverter	1	3.754
Power figures rest on the tool's default switching activity, not on a simulated workload.
