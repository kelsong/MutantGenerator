File: ./config.mk
export PLATFORM = sky130hd
export DESIGN_NAME = b10
export DESIGN_NICKNAME = b10
export VERILOG_FILES = /design/flow/design.v
export SDC_FILE = /design/flow/constraint.sdc
export NUM_CORES = 4
export LEC_CHECK = 1
export CORE_AREA = 10 10 110 110
export DIE_AREA = 0 0 120 120
File: ./constraint.sdc
current_design b10

set clk_period 2.3
set clk_io_pct 0.2

create_clock -name clk0 -period $clk_period [get_ports {clock}]

set non_clock_inputs [all_inputs -no_clocks]
set_input_delay [expr $clk_period * $clk_io_pct] -clock clk0 $non_clock_inputs
set_output_delay [expr $clk_period * $clk_io_pct] -clock clk0 [all_outputs]
File: ./design.v
module b10 (	
				r_button		,
				g_button        ,
				key  			,
				start  			,
				reset  			,
				test			,
				cts				,
				ctr				,
				rts				,	
				rtr				,
				clock			,	
				v_in			,
				v_out			
				);
input r_button;
input g_button;
input key;
input start;
input reset;
input test;
input rts;
input rtr;
input clock;
input [3:0] v_in;
output reg cts;
output reg ctr;
output reg [3:0] v_out;
	reg [3:0] stato;
	reg voto0;
	reg voto1;
	reg voto2;
	reg voto3;
	reg [3:0] sign;
	reg last_g;
	reg last_r;
  always @(posedge clock )
	  begin
			if (reset == 1'b1)  
				begin
					stato <= 4'b0000;
					voto0 <= 1'b0;
					voto1 <= 1'b0;
					voto2 <= 1'b0;
					voto3 <= 1'b0;
					sign <= 4'b0000;
					last_g <= 1'b0;
					last_r <= 1'b0;
					cts <= 1'b0;
					ctr <= 1'b0;
					v_out <= 4'b0000;
				end
			else  
				begin
					case (stato)
						4'b0000:  
							begin
								voto0 <= 1'b0;
								voto1 <= 1'b0;
								voto2 <= 1'b0;
								voto3 <= 1'b0;
								cts <= 1'b0;
								ctr <= 1'b0;
								if ( test == 1'b0) 
									begin
										sign <= 4'b0000;
										stato <= 4'b1001;
									end
								else  
									begin
									voto0 <= 1'b0;
									voto1 <= 1'b0;
									voto2 <= 1'b0;
									voto3 <= 1'b0;
									stato <= 4'b0001;
									end
							end
						4'b0001:  
							begin
								if (start == 1'b1) 
									begin
										voto0 <= 1'b0;
										voto1 <= 1'b0;
										voto2 <= 1'b0;
										voto3 <= 1'b0;
										stato <= 4'b0010;
									end
								if (rtr == 1'b1)  
									cts <= 1'b1;
								if (rtr == 1'b0)  
									cts <= 1'b0;
							end
						4'b0010:  
							begin
								if (start == 1'b0)  
									begin
										stato <= 4'b0011;
									end
								else if (key == 1'b1)  
									begin
										voto0 <= key;
										if ( (g_button ^ last_g) && ( g_button == 1'b1) )  
											begin
												voto1 <= ~voto1;
											end
										if (( r_button ^ last_r ) && ( r_button == 1'b1) )  
											begin
												voto2 <= ~voto2;
											end
										last_g <= g_button;
										last_r <= r_button;
									end
								else  
									begin
										voto0 <= 1'b0;
										voto1 <= 1'b0;
										voto2 <= 1'b0;
										voto3 <= 1'b0;
									end
							end
						4'b0011:  
							begin
								voto3 <= voto0 ^ (voto1 ^ voto2);
								stato <= 4'b0100;
								voto0 <= 1'b0;
							end
						4'b0100:	 
							begin
								if (rtr == 1'b1) 
									begin
										v_out[0] <= voto0;
										v_out[1] <= voto1;
										v_out[2] <= voto2;
										v_out[3] <= voto3;
										cts <= 1'b1;
										if ( (voto0 == 1'b0) && (voto1 == 1'b1) && (voto2 == 1'b1) && (voto3 == 1'b0))  
											begin
												stato <= 4'b1000;
											end
										else 
											begin
												stato <= 4'b0101;
											end
									end
							end
						4'b0101:  
							begin
								if (rts == 1'b0)  
								begin
									ctr <= 1'b1;
									stato <= 4'b0110;
								end
							end
						4'b0110:  
							begin
								if (rts == 1'b1)  
									begin
										voto0 <= v_in[0];
										voto1 <= v_in[1];
										voto2 <= v_in[2];
										voto3 <= v_in[3];
										ctr <= 1'b0;
										stato <= 4'b0111;
									end
							end
						4'b0111:  
							begin
								if (rtr == 1'b0)  
									begin
										cts <= 1'b0;
										stato <= 4'b0100;
									end
							end
						4'b1000:  
							begin
								if (rtr == 1'b0)  
									begin
										cts <= 1'b0;
										stato <= 4'b0001;
									end
							end
						4'b1001:  
							begin
								voto0 <= v_in[0];
								voto1 <= v_in[1];
								voto2 <= v_in[2];
								voto3 <= v_in[3];
								sign <= 4'b1000;
								if ( (voto0 == 1'b1) && (voto1 == 1'b1) && (voto2 == 1'b1) && (voto3 == 1'b1) )
									begin  
										stato <= 4'b1010;
									end
							end
						4'b1010:  
							begin
								voto0 <= 1 ^ sign[0];
								voto0 <= 0 ^ sign[1];
								voto0 <= 0 ^ sign[2];
								voto0 <= 1 ^ sign[3];
								stato <= 4'b0100;
							end
						default  
							stato <= 4'b0000;
						endcase				
				end
	  end	
endmodule
File: ./run.sh
#!/bin/bash
# OpenROAD 26Q1-2900-gdf79404cd8, Yosys 0.63+post, stock flow scripts
make -C /OpenROAD-flow-scripts/flow DESIGN_CONFIG=/design/flow/config.mk WORK_HOME=/design/flow/orfs finish
==> out/qor.yml <==
floorplan:
  core_sq_mm: 0.009774
  fp.dieW_um: 120
  die_area_sq_mm: 0.01440
  ios: 19
  die_y_um: 120
  fp-row-count: 36
  fp_util_pct: 10.51
min_path:
  hp-start: "v_out[3]$_SDFFE_PP0P_"
  whs_path_depth: 2
  hold_class: "reg2reg"
  hold_end: "v_out[3]$_SDFFE_PP0P_"
global_routing:
  grt_pass1_vias: 855
  track_usage_pct: 3.464
  overflow: 0
  grt_max_degree: 25
  grt_pass1_wl_um: 4153
  antenna_found_initial: 0
placed_design:
  place_hpwl_um: 1994
  io_buffers: 18
  place_ws_ns: 0.2570
  place.gp.congestion: 0.8132
clock_network:
  clockBufferDepth: 2
  numCtsBuffers: 3
  tritoncts: "yes"
  clock_sinks: 24
  cts_root_buf: "clkbuf_8"
  cts-hold-fix-buffers: 0
  clkTransAtPathRegs_ns: 0.08
  worstSkewPairLatency_ns: 0.26
  cts_setup_buffers: 0
  cts_resized: 0
  cts_max_level: 1
synth:
  synthAdderAreaFrac_pct: 0
  ys_cells: 118
  synth-edff-count: 0
  aoi_share_pct: 21.92
  synth_top_area_share_pct: 46.77
  top_cell: "dfxtp_1"
  synth_area_leader_cell: "dfxtp_1"
  ys_sh_simple_pct: 23.14
  ys_seq_share_pct: 46.77
  yosysWarnings: 1
  ys_area_sq_mm: 0.001027
  netlist_logic_family_top: "simple AND/OR/NAND/NOR gates"
  ys_sh_xor_pct: 2.314
  common_cells: "dfxtp_1, a21oi_1, nand2_1, nor2_1, o21ai_0"
  synthArstFlopShare_pct: 0
  synthTopCellsByArea: "dfxtp_1, a21oi_1, nand2_1"
  netlist_area_sq_mm: 0.001027
  mux_share_pct: 1.949
  syn_area_per_cell_sq_um: 8.705
  ys_types: 31
  syn_inst: 118
  synth_flops: 24
  ff_type: "dfxtp_1"
sta:
  grt_setup_unrepaired: "false"
  worstMarginPinSlew_ns: 0.3542
  report.final.setup_viol: 0
  hold_viol: 0
  slew_viol_final: 0
  tns_ns: 0
  period_minus_slack_ns: 1.790
  finalCritPeriodShare_pct: 77.81
  setup_ws_ns: 0.5103
  slew_headroom_pct: 76.14
  max_freq_mhz: 558.7
  fin_skew_ns: 0.001109
critical_path:
  worst_ep_required_time_ns: 2.49
  path_max_fanout: 5
  ff2ff_path_depth: 4
  critical_path.max_stage_delay_ns: 0.54
  worstSetupEndpointType: "register"
  path_cells: "clkdlybuf4s50_1, or2b_2, o21ai_0, or4_1, a21oi_1"
  r2r-end: "voto0$_SDFFE_PP0P_"
  slowest_stage: "clkdlybuf4s50_1"
  critPathBufInv: 1
  critical_path_class: "in2reg"
  rrSetupSlack_ns: 0.78
  arrival_ns: 1.98
  cp-start-kind: "input port"
  critPathTopFamily: "simple AND/OR/NAND/NOR gates"
  r2r-start: "stato[7]$_DFF_P_"
layout:
  fillers: 1115
  regArea_sq_um: 480.5
  comb_area_sq_um: 506.7
  syn_to_final_growth_pct: 36.05
  drive_gt1_share_pct: 5.882
drt:
  drc: 0
  drt-total-wl_um: 2585
  wl_per_cell_um: 9.610
  vias: 905
  dr.pass1.iters: 4
  antenna_cells: 0
  ant_nets: 0
  drt_iter0_drc: 50
  vias_per_cell: 3.364
run:
  log.warning_count: 25
  max_cap_violations: 0
power_and_ir_drop:
  worst_ir_drop_vdd_mv: 0.1779
  power_density_mw_per_mm2: 544.4
  leakagePower_uw: 0.0004346
outcome:
  status: "finished clean"
## power by group
| part | total [uW] | switching [uW] | internal (uW) |
|---|---|---|---|
| combinational | 83.7 | 35.7 | 48.0 |
| clock | 237 | 120 | 117 |
| sequential | 441 | 14.7 | 426 |
## state kept, by name, summed over array words and instances (netlist names)
name,cells
voto1,1
v_out,4
stato,11
last_g,1
voto2,1
sign,1
voto0,1
ctr,1
voto3,1
cts,1
last_r,1
## through the flow
stage          cells  instance area (sq um)  utilization, %  hold slack, ns  power, uW
6_report         269                   1398           14.30          0.4581      760.9
5_1_grt          269                   1398           14.30          0.4822      798.8
4_1_cts          269                   1398           14.30          0.4575      768.0
3_5_place_dp     266                   1356           13.88          0.4465      533.7
3_3_place_gp     266                   1356           13.88          0.4485      532.8
2_1_floorplan    118                   1027               -          0.4192      495.8
## per-layer routing
metal | routed length (um) | share of wire, % | global-route usage (%)
met1 | 1158 | 45 | 4.528
met2 | 1184 | 46 | 5.605
met3 | 225 | 8.7 | 1.238
met4 | 17 | 0.66 | 0.3017
met5 | 0 | 0 | 0
## final cells by class
type	instances	area share [%]
Inverter	4	1.074
Timing Repair Buffer	19	13.43
Sequential cell	24	34.38
Clock buffer	3	2.954
Multi-Input combinational cell	86	36.26
Tap cell	133	11.91
## worst max path at each step
stage                 start                  to  slack, ns  depth (start not counted)
final                   rts  voto3$_SDFFE_PP0P_       0.51                          5
after CTS               rts  voto3$_SDFFE_PP0P_       0.52                          5
after global routing    rts  voto3$_SDFFE_PP0P_       0.45                          5
## cells by family (layout without fill, tap and decap cells)
kind of cell | after synthesis | after routing
xor+xnor | 1 | 1
mux | 2 | 2
simple gates | 46 | 46
buf+inv | 8 | 26
flops | 24 | 24
compound gates | 37 | 37
## layout by cell type, fill, tap and decap left out, types with 2 or more instances in the layout
cell and instances:
inv_1 4, nor2b_1 2, a21oi_1 15, o21ai_0 7, nand2b_1 2, clkdlybuf4s50_1 18, nand3_1 4, a31oi_1 3
a21o_1 2, mux2i_1 2, dfxtp_1 24, nor2_1 10, nor3_1 5, a211oi_1 3, nor3b_1 4, clkbuf_8 3
nand2_1 11, a22oi_1 3
## worst min-delay path, cell delays in order, from the launching register on
cell	delay, ns
dfxtp_1	0.31
nand2_1	0.05
a21oi_1	0.05
Power and IR drop assume default switching activity.
